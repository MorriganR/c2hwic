===== flow/run.sh =====
#!/bin/bash
# OpenROAD 26Q1-2900-gdf79404cd8, Yosys 0.63+post, stock flow scripts
make -C /OpenROAD-flow-scripts/flow DESIGN_CONFIG=/design/flow/config.mk WORK_HOME=/design/flow/orfs finish

===== flow/config.mk =====
export PLATFORM = sky130hd
export DESIGN_NAME = vgapong
export DESIGN_NICKNAME = vgapong
export VERILOG_FILES = /design/flow/design.v
export SDC_FILE = /design/flow/constraint.sdc
export NUM_CORES = 4
export LEC_CHECK = 1
export CORE_UTILIZATION = 30

===== flow/constraint.sdc =====
current_design vgapong

set clk_period 4.0
set clk_io_pct 0.2

create_clock -name clk0 -period $clk_period [get_ports {CLK25}]

set non_clock_inputs [all_inputs -no_clocks]
set_input_delay [expr $clk_period * $clk_io_pct] -clock clk0 $non_clock_inputs
set_output_delay [expr $clk_period * $clk_io_pct] -clock clk0 [all_outputs]

===== flow/design.v =====
module ball (
	input 			clk,
	input 			vcount_ov,
	input 			hcount_ov,
	input [11:0] 	hcount,   
	input [10:0] 	vcount,   
	output 			drawBall,
	output [2:0] 	red,
	output [2:0] 	green,
	output [1:0] 	blue
);
	reg [9:0] ballX;
	reg [9:0] ballY;
	reg dX;
	reg dY;
	assign red = 3'b101;
	assign green = 3'b011;
	assign blue = 2'b01;
	always @ (posedge clk) begin
		if (ballX < 20) 			dX <= 1;
		else if (ballX > 600)	dX <= 0;
		else 							dX <= dX;
		if (ballY < 20)			dY <= 1;
		else if (ballY > 440)	dY <= 0;
		else 							dY <= dY;
	end
	always @ (posedge clk) begin
		if (vcount_ov && hcount_ov) begin
			if (dX)	ballX <= ballX + 11;
			else		ballX <= ballX - 11;
			if (dY)	ballY <= ballY + 11;
			else		ballY <= ballY - 11;
		end
	end
	assign drawBall = ((hcount >= ballX) && (hcount <= ballX + 20) &&
                      (vcount >= ballY) && (vcount <= ballY + 20));
endmodule
module vgapong (
	input 			CLK25,
	output [3:0] 	LEDG,
	output [2:0] 	red,
	output [2:0] 	green,
	output [1:0] 	blue,
	output 			hsync, vsync
);
	reg [32:0] counter;
	reg [11:0] hcount;   
	reg [10:0] vcount;   
	reg [7:0] data;      
	reg hsync_reg;
	reg vsync_reg;
	wire hcount_ov, vcount_ov, video_active, clk;
	parameter
	HDISP = 12'd640,
	RIGHTBORDER = 12'd16,
	HFLYBACK = 12'd96,
	LEFTBORDER = 12'd48,
	VDISP = 11'd480,
	BOTTOMBORDER = 11'd10,
	VFLYBACK = 11'd2,
	TOPBORDER = 11'd33;
	assign LEDG[0] = ~counter[26];
	assign LEDG[1] = ~counter[27];
	assign LEDG[2] = ~counter[28];
	assign LEDG[3] = ~counter[29];
	always @ (posedge clk) begin
		counter <= counter + 1;
	end
	assign hcount_ov = (hcount == (HDISP + RIGHTBORDER + HFLYBACK + LEFTBORDER));
	always @(posedge clk) begin
		if (hcount_ov)
			hcount <= 12'd0;
		else
			hcount <= hcount + 12'd1;
	end
	assign vcount_ov = (vcount == (VDISP + BOTTOMBORDER + VFLYBACK + TOPBORDER));
	always @(posedge clk) begin
		if (hcount_ov)
		begin
			if (vcount_ov)
				vcount <= 11'd0;
			else
				vcount <= vcount + 11'd1;
		end
	end
	assign video_active = ((hcount < HDISP) && (vcount < VDISP));
	assign hsync = hsync_reg;
	assign vsync = vsync_reg;
	always @(*) begin
		if ((hcount > (HDISP + RIGHTBORDER)) && (hcount < (HDISP + RIGHTBORDER + HFLYBACK)))
			hsync_reg = 1'b0;	
		else
			hsync_reg = 1'b1;
		if ((vcount > (VDISP + BOTTOMBORDER)) && (vcount < (VDISP + BOTTOMBORDER + VFLYBACK)))
			vsync_reg = 1'b0;
		else
			vsync_reg = 1'b1;
	end
	assign red   = video_active ?  ( drawBall ? redBall[2:0] : data[2:0]) : 3'b0;
	assign green = video_active ?  ( drawBall ? greenBall[2:0] : data[5:3]) : 3'b0;
	assign blue  = video_active ?  ( drawBall ? blueBall[1:0] : data[7:6]) : 2'b0;
	always @(posedge clk) begin
		data[7:6] = hcount[6] ? 2'b0 : 2'b11;  
		data[2:0] = hcount[7] ? 3'b0 : 3'b111;  
		data[5:3] = hcount[8] ? 3'b0 : 3'b111;  
	end
	assign clk  = CLK25;
	wire drawBall;
	wire [2:0] redBall;
	wire [2:0] greenBall;
	wire [1:0] blueBall;
	ball  ball_inst(
		.clk(clk),
		.vcount_ov(vcount_ov),
		.hcount_ov(hcount_ov),
		.hcount(hcount),   
		.vcount(vcount),   
		.drawBall(drawBall),
		.red(redBall),
		.green(greenBall),
		.blue(blueBall)
	);
endmodule

==> GITHUB_STEP_SUMMARY <==
### Flow metrics

| Metric | Value |
|---|---|
| Registers, synthesis | 78 |
| CP top delay family | AND-OR/OR-AND gates |
| Antenna violations before repair | 0 |
| Hold Slack | about 410 ps |
| Final GP Congestion | a little under 0.9 |
| Worst Hold Class | flip-flop to flip-flop |
| Cells along the critical path | ha_1 > o2111ai_1 > or3_1 > ha_1 > a21oi_1 > o211ai_1 > o21ai_1 > nand4_2 > buf_6 > a21oi_2 > clkdlybuf4s15_1 |
| Final wirelength | around 9300 microns |
| Min Tclk post-route | ~3800 ps |
| Crit-path max cell delay | 410 ps |
| Met3 routed WL | around 260 microns |
| DR top layer | met4 |
| Final core occ | 0.363 |
| VDD IR-drop max | 0.224 mV |
| Late-Pin Clk Latency | approximately 330 ps |
| Rows | ~46 |
| Gr usage total | 0.111 |
| CTS Buffer Depth | 2 |
| Number of enable flip-flop cells | 31 |
| Post-Syn Area | roughly 0.0050 sq mm |
| Yosys warning total | 2 |
| Status | completed |
| Antenna fix cells | 0 |
| Total gr overflow | 0 |
| Fill count | 1,590 |
| Routed length per instance | between 10 and 15 microns |
| Hold Vio Cnt, Final | 0 |
| Pwr Density | about 280 mW/mm^2 |
| Metal-1 WL | 4780 microns |
| R2R Path Start | ball_inst.dX |
| WP data arrival | around 3000 ps |
| Initial cell density of the core | 0.312 |
| Hold path startpoint | counter[0] |
| Die Wd | about 130 microns |
| Number of buffers created by CTS | 9 |
| # setup viols final | 0 |
| Post-route ant nets | 0 |
| Fmax | between 200 and 300 MHz |
| HPWL after DPL | a little under 7000 microns |
| CTS root buf | clkbuf_16 |
| Tightest Pin Transition | approximately 480 ps |
| CP Capture Type | output port |
| Beginning of the critical path | ball_inst.ballY[2] |
| Max-cap viol count | 0 |
| RSZ-0062 raised after global routing | yes |
| Post-synthesis sequential area ratio | 0.372 |
| Post-Place Setup Slack | around 110 ps |
| Via count | around 3.7k |
| Post-route clock skew | around 4.8 ps |
| 1st-iter DRT viols | 213 |
| LEAKAGE | 2.53 nW |
| Clock slew at reported path FFs | around 60 ps |
| CTS tree | done |
| Mapped Cells | ~520 |
| Final worst-path setup slack | 202 ps |
| Unique masters post-synth | 54 |
| DR WL met2 | approximately 4100 microns |
| # DRC | 0 |
| Log Warnings | 34 |
| YS chip area | 0.00503 sq mm |
| Area delta synth->final | 16.5% |
| Ports | 15 |
| Worst path bufs/invs | 2 |
| Vias per inst | 4.80 |
| Core Box Area | 0.0161 sq mm |
| # Cells Yosys | approximately 520 |
| Max stage delay cell, worst path | edfxtp_1 |
| Relative slew slack | 0.675 |
| Main flop type | dfxtp_1 |
| Worst Setup Start Kind | flip-flop |
| First-pass GRT wire length | between 15,000 and 20,000 microns |
| Crit path max fanout | 6 |
| Required @ worst endpoint | around 3200 ps |
| Largest net degree at the start of global routing | 21 |
| Asr flop ratio synth | 0 |
| Die area | between 0.015 and 0.02 sq mm |
| DR pass1 iterations | 4 |
| Chip height | between 100 and 150 microns |
| Mean Syn Cell Area | a little under 10 sq um |
| Vias in the first global route | ~3.4k |
| Layout cells sized above 1 | 0.0862 |
| Setup CP Type | flip-flop to output port |
| Clock Sink Count | 78 |
| Pins Over Slew Limit | 0 |
| Design Power | around 1.6 mW |
| Tcrit/Tclk final | 0.949 |
| H-tree depth | 3 |
| Top cell by count, worst path | ha_1 |
| # port buffers | 14 |
## sequential cells by signal (all words and copies together) (netlist names)
name / cells
data: 3
ball_inst.ballX: 10
ball_inst.ballY: 10
counter: 30
ball_inst.dY: 1
hcount: 12
ball_inst.dX: 1
vcount: 11
## kinds of logic after synthesis
group                      share of synthesized area
AOI/OAI and AO/OA                              0.111
xor gates and xnor gates                       0.127
adders and majority gates                      0.170
buffers and inverters                         0.0421
DFF                                            0.372
and+or+nand+nor                                0.178
## path summary, 6_finish.rpt
| kind | depth (start not counted) | slack, ps | to |
|---|---|---|---|
| hold reg to reg | 1 | 410 | counter[0] |
| setup / recovery | 11 | 200 | red[0] |
| setup reg to reg | 7 | 1420 | ball_inst.ballX[9] |
| hold / removal | 1 | 410 | counter[0] |
## cell usage after synthesis, types with 2 or more instances
library cell  instances  area (sq um)
o41ai_1               2          17.5
and2_1                3          18.8
a21oi_1              24           120
buf_4                 2          15.0
o211ai_1              3          22.5
o31ai_1               2          15.0
a21o_1                7          52.6
a211o_1               2          17.5
nor4_1                3          18.8
inv_1                45           169
fa_1                  2          40.0
nand4b_1              3          26.3
nand3_1              28           140
o21ai_0              16          80.1
o21a_1                2          15.0
o2111ai_1             2          17.5
and4_1                3          26.3
xor2_1               17           149
or4_1                 3          22.5
o211ai_2              2          25.0
nor2_1               37           139
ha_1                 65           813
clkbuf_1              6          22.5
and3_1               13          81.3
a211oi_1              4          30.0
a2111o_1              2          22.5
or3_1                 4          25.0
nor4b_1               2          17.5
nand2b_1              2          12.5
edfxtp_1             31           931
nand2_1              21          78.8
a2111oi_0             2          17.5
nor3_1               15          75.1
o31a_1                2          17.5
xnor2_1              56           490
nor2b_1               8          50.1
nand4_1              18           113
dfxtp_1              47           941
## repair_timing
action / CTS / global route
resized: 12 / 13
buffers inserted: 4 / 3
endpoints found under the setup margin: 8 / 6
hold buffers: 0 / 0
pin swaps: 7 / 5
## per-layer routing
layer / vias up / track usage
li1: 1943 / -
met2: 39 / 0.176
met1: 1721 / 0.168
met5: - / 0
met4: 0 / 0.00904
met3: 10 / 0.0197
## report_power, final
part | total (mW) | switching, mW | internal [mW]
Sequential | 0.820 | 0 | 0.820
Combinational | 0.00000164 | 0 | 0
Clock | 0.793 | 0.317 | 0.476
Total | 1.61 | 0.317 | 1.30
## worst register-to-register path, delay by kind of cell, from the launching register on
kind	cells	cell delay, ps
adder cells (fa/ha/maj)	1	390
AND-OR/OR-AND	3	730
flip-flops	1	470
AND/OR/NAND/NOR	2	600
buffers and inverters	1	230
## through the flow
step           setup TNS, ps  instances  instance area [sq um]
2_1_floorplan              0        522                   5030
3_3_place_gp               0        750                   5450
6_report                   0        773                   5860
3_5_place_dp               0        750                   5450
5_1_grt                -8.43        773                   5860
4_1_cts                    0        770                   5790
## placed cells by master (no fill, tap or decap), drive strengths merged, types with 3 or more instances in the layout
cell / Yosys / routed
a211oi: 4 / 4
a21o: 7 / 7
a21oi: 25 / 25
and2: 3 / 3
and3: 13 / 13
and4: 3 / 3
buf: 3 / 14
clkbuf: 6 / 12
clkdlybuf4s50: 0 / 6
dfxtp: 47 / 47
dlymetal6s2s: 0 / 4
edfxtp: 31 / 31
ha: 65 / 65
inv: 45 / 47
nand2: 21 / 21
nand3: 28 / 28
nand4: 19 / 19
nand4b: 3 / 3
nor2: 37 / 37
nor2b: 8 / 8
nor3: 15 / 15
nor4: 4 / 4
o211ai: 5 / 5
o21ai: 17 / 17
or3: 4 / 4
or4: 4 / 4
xnor2: 56 / 56
xor2: 17 / 17
## cell type report
type	count	area [sq um]	share of cell area
Multi-Input combinational cell	390	2990	0.511
Sequential cell	78	1870	0.320
Tap cell	216	270	0.0462
Clock buffer	12	268	0.0457
Timing Repair Buffer	28	256	0.0438
Inverter	45	169	0.0288
Clock inverter	4	26.3	0.00449
Power figures rest on the tool's default switching activity, not on a simulated workload.
